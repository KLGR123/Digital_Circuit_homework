<file path="./run.sh">
#!/bin/bash
# OpenROAD 26Q1-2900-gdf79404cd8, Yosys 0.63+post, stock flow scripts
make -C /OpenROAD-flow-scripts/flow DESIGN_CONFIG=/design/flow/config.mk WORK_HOME=/design/flow/orfs finish
</file>
<file path="./config.mk">
export PLATFORM = sky130hd
export DESIGN_NAME = safe
export DESIGN_NICKNAME = safe
export VERILOG_FILES = /design/flow/design.v
export SDC_FILE = /design/flow/constraint.sdc
export NUM_CORES = 4
export LEC_CHECK = 1
export CORE_AREA = 10 10 97 97
export DIE_AREA = 0 0 107 107
</file>
<file path="./constraint.sdc">
current_design safe

set clk_period 3.5
set clk_io_pct 0.2

create_clock -name clk0 -period $clk_period [get_ports {clk}]

set non_clock_inputs [all_inputs -no_clocks]
set_input_delay [expr $clk_period * $clk_io_pct] -clock clk0 $non_clock_inputs
set_output_delay [expr $clk_period * $clk_io_pct] -clock clk0 [all_outputs]
</file>
<file path="./design.v">
module debounce (clk,rst,key,key_pulse);  
	input clk;
	input rst;
	input key;
	output key_pulse; 
	reg key_1st_pre; 
	reg key_1st; 
	wire key_edge; 
	always@(posedge clk or negedge rst)begin
		if(!rst)
		begin
			key_1st_pre <= 1'b1; 
			key_1st <= 1'b1;
		end
		else begin
			key_1st <= key; 
			key_1st_pre <= key_1st; 
		end
	end
	assign key_edge = key_1st_pre & (~key_1st);
	reg [17:0] cnt; 
	always@(posedge clk or negedge rst)
	begin
		if(!rst)
			cnt <= 18'h0;
		else if(key_edge) 
			cnt <= 18'h0;
		else 
			cnt <= cnt + 1'h1;
	end
	reg key_2nd_pre; 
	reg key_2nd;
	always@(posedge clk or negedge rst)begin
		if(!rst)
			key_2nd <= 1'b1;
		else if(cnt==18'h3ffff) 
			key_2nd <= key; 
	end
	always@(posedge clk or negedge rst)begin
		if(!rst)
			key_2nd_pre <= 1'b1;
		else
			key_2nd_pre <= key_2nd;
	end
	assign key_pulse = key_2nd_pre & (~key_2nd);
endmodule
module safe(clk,rst,key,sw_pwd,led,sega,segb);  
	input clk;
	input rst;
	input key; 
	input [3:0] sw_pwd; 
	output [1:0] led; 
	output [8:0] sega; 
	output [8:0] segb;
	parameter password = 4'b1001; 
	reg [1:0] sgn; 
	reg [8:0] seg [3:0]; 
	reg [8:0] seg_data [1:0]; 
	reg [1:0] cnt; 
	reg lock; 
	wire cfm_dbs; 
	initial begin
	seg[0] <= 9'h3f; 
	seg[1] <= 9'h06; 
	seg[2] <= 9'h5b; 
	seg[3] <= 9'h4f; 
	seg_data[0] <= 9'h3f; 
	seg_data[1] <= 9'h3f;
	cnt <= 2'b11; 
	end
	always @ (posedge clk or negedge rst) 
	begin
		if(!rst)
		begin
			sgn <= 2'b11; 
			seg_data[0] <= seg[3]; 
			seg_data[1] <= seg[0]; 
			cnt <= 2'b11; 
			lock <= 1'b1; 
			end
		else if(cfm_dbs && lock) 
		begin
			if(sw_pwd == password)
			begin 
				sgn <= 2'b10; 
				seg_data[0] <= 9'h77; 
				seg_data[1] <= 9'h39;
				lock <= 0; 
				end
			else if(cnt == 2'b11)
			begin 
				sgn <= 2'b01; 
				seg_data[0] <= seg[2]; 
				cnt <= 2'b10; 
				end
			else if(cnt == 2'b10) 
			begin
				sgn <= 2'b01; 
				seg_data[0] <= seg[1]; 
				cnt <= 2'b01; 
				end
			else if(cnt == 2'b01)
			begin
				sgn <= 2'b00; 
				seg_data[0] <= seg[0]; 
				lock <= 0; 
				end
			end
	end
	assign led = sgn; 
	assign sega = seg_data[0]; 
	assign segb = seg_data[1]; 
	debounce key_dbs (
		.clk (clk),
		.rst (rst),
		.key (key),
		.key_pulse (cfm_dbs));
endmodule
</file>
==> impl_metrics.json <==
{
  "run_status": "complete, no violations",
  "worstHoldEndpoint": "key_dbs.key_1st_pre",
  "h-tree-depth": 2,
  "p_sw_mw": 0.191,
  "diodes": 0,
  "ys_sh_simple_pct": 21.0,
  "grt_usage_pct": 5.38,
  "critPathKind": "reg -> out",
  "grt_pass1_wl_um": 5280,
  "yosys-top-cells-area": "dfrtp_1 30%, dfstp_2 20%, buf_4 5.4%",
  "power_density_nw_per_um2": 384,
  "yosys_warnings": 5,
  "drtIter0Drc": 84,
  "max_cap_violations": 0,
  "grt_max_degree": 34,
  "vias": 1147,
  "crit_family": "flip-flops",
  "pwr-share-clk_pct": 36.5,
  "r2r_slack_ns": 1.68,
  "syn_to_final_growth_pct": 18.1,
  "final_cell_mix": "20 x dfrtp_1, 16 x clkdlybuf4s50_1, 15 x nor2_1",
  "crit_path_start_kind": "flip-flop",
  "detail-route-antenna-nets": 0,
  "cts_root_buf": "clkbuf_8",
  "synthCells": 166,
  "arrival_ns": 1.30,
  "cellLeakagePower_nw": 0.796,
  "rsz0062_at_grt": "no",
  "io_buffers": 16,
  "p_sw_share_pct": 25.2,
  "ys_sh_mux_pct": 1.87,
  "initCoreUtil_pct": 22.9,
  "required_ns": 2.80,
  "pin_count": 27,
  "dr.pass1.iters": 4,
  "end_kind": "output port",
  "cts.sinks": 33,
  "reg2reg_to": "key_dbs.cnt[17]",
  "fmax_ghz": 0.500,
  "fin_crit_sh_pct": 57.1,
  "hold_depth": 0,
  "grt_util_met3_pct": 2.24,
  "ir_worst_vdd_uv": 126,
  "p_int_mw": 0.566,
  "busiest_layer": "met2",
  "ys_ff": 33,
  "clockBufferDepth": 2,
  "hpwl_um": 2190,
  "remaining_drc_errors": 0,
  "synth.cellmix.adderShare_pct": 3.75,
  "worstPathCellList": "clkdlybuf4s50_1",
  "yosysTopAreaCellShare_pct": 30.0,
  "final_common_cell": "dfrtp_1",
  "use_met2_pct": 8.21,
  "yosys.area.top_type": "dfrtp_1",
  "p_seq_share_pct": 56.5,
  "max_stage_delay_ns": 0.55,
  "ys_types": 39,
  "path_max_fanout": 3,
  "wl_um": 3010,
  "cp_slowest_cell": "dfstp_2",
  "timing_hold_violations_final": 0,
  "setup_violations": 0,
  "drive_above_1_share_pct": 14.8,
  "fp.dieArea_um2": 11400,
  "gp_congestion": 0.793,
  "die_height_um": 107,
  "chipWidth_um": 107,
  "min_from": "key_dbs.key_1st",
  "cts-hold-fix-buffers": 0,
  "grtUsageMet1_pct": 7.16,
  "grt_pass1_vias": 1154,
  "row_count": 31,
  "gr-total-overflow": 0,
  "path_clk_slew_ns": 0.07,
  "ctsResizeCount": 0,
  "cts_tree": "done",
  "pwr-share-comb_pct": 7.0,
  "core_area_um2": 7290,
  "syn_area_per_cell_um2": 10.1,
  "antenna_found_initial": 0,
  "wl_per_cell_um": 10.7,
  "synth_stat.cells": 166,
  "slew_viol_final": 0,
  "worst_r2r_path_depth": 4,
  "vias_per_cell": 4.08,
  "clock.latency.late_pin_ns": 0.28,
  "synth-xor-area-share_pct": 5.77,
  "skew_ns": 0.00533,
  "setup_tns_ns": 0,
  "top_logic_kind": "simple AND/OR/NAND/NOR gates",
  "yosysSeqAreaShare_pct": 50.4,
  "tool_warnings": 28,
  "final_core_util_pct": 27.0,
  "dp_cells": 273,
  "hp-class": "reg -> reg",
  "cts_setup_buffers": 0,
  "syn_area_um2": 1670,
  "final_cells": 281,
  "ys_area_um2": 1670,
  "cts_made_buffers": 5,
  "worstReg2RegStart": "key_dbs.cnt[2]",
  "period_minus_slack_ns": 2.00,
  "critPathBufInv": 1,
  "yosys.area_share.aoi_pct": 8.55
}
## layer usage
layer	routed length [µm]	up-vias
li1	-	577
met1	1500	540
met3	215	4
met4	46	0
met2	1250	26
met5	0	-
## power by group through the flow
stage     Combinational, mW  Sequential, mW  Clock, mW
4_1_cts              0.0544           0.427      0.288
6_report             0.0527           0.428      0.276
5_1_grt              0.0635           0.432      0.309
## layout make-up
type	count	area (µm²)
clock inverter	3	17.5
inverter	6	22.5
clock buffer	5	68.8
sequential	33	842
multi-input combinational	117	721
fill	771	5320
timing repair buffer	18	175
tap	99	124
## how the worst max path moves through the flow
stage                 slack [ns]  depth (start not counted)       to            from
after CTS                   1.48                          1  sega[3]  seg_data[0][3]
final                       1.50                          1  sega[3]  seg_data[0][3]
after global routing        1.46                          1  sega[3]  seg_data[0][3]
## sequential cells by signal, indices dropped and copies added, names as in the netlist
register / flops
sgn: 2
seg_data: 6
key_dbs.key_1st_pre: 1
key_dbs.cnt: 18
key_dbs.key_2nd_pre: 1
key_dbs.key_1st: 1
lock: 1
key_dbs.key_2nd: 1
cnt: 2
## stage by stage
stage | hold slack, ns | cell area [µm²] | worst slack [ns] | power, mW
final | 0.372 | 1970 | 1.50 | 0.757
after global routing | 0.380 | 1970 | 1.46 | 0.804
after CTS | 0.374 | 1970 | 1.48 | 0.770
after detailed placement | 0.363 | 1880 | 1.39 | 0.488
after global placement | 0.361 | 1880 | 1.40 | 0.487
after floorplan | 0.358 | 1700 | 1.84 | 0.469
## cells by family (layout without fill, tap and decap cells)
kind of cell / Yosys count / after routing
simple gates: 65 / 65
flops: 33 / 33
buf+inv: 24 / 32
compound gates: 23 / 23
xor+xnor: 11 / 11
fa+ha+maj: 5 / 5
mux: 3 / 3
other cells: 2 / 10
## synth_stat cells
cell type	count
dfrtp_1	20
nor2_1	15
dfstp_2	13
buf_4	12
nand2_1	11
a21oi_1	9
nand3_1	8
inv_1	6
o21ai_0	6
xnor2_1	6
clkbuf_1	5
ha_1	5
nand4_1	5
or3_1	5
xor2_1	5
and2_1	4
nor2b_1	3
nor3_1	3
conb_1	2
mux2i_1	2
nand2b_1	2
nor4_1	2
a211oi_1	1
a22o_1	1
a31oi_1	1
a32o_1	1
a32oi_1	1
and3b_1	1
and4_1	1
and4_2	1
buf_2	1
mux2_2	1
nand3b_1	1
nand4_2	1
nand4bb_1	1
o21a_1	1
o221a_2	1
o31ai_1	1
or4_1	1
Power is estimated from default activity; no workload was simulated.
