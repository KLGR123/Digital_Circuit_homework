**flow/design.v**
```verilog
module led_flashed(clk,rst,led);
	input clk,rst;						
	output [7:0] led;				
        reg   [2:0] cnt ;                                
        wire clk1h;                                      
        decode38 u1 (                                   
			.sw(cnt),                        
			.led(led)
			);
        divide #(.WIDTH(32),.N(12000000)) u2 (          
			.clk(clk),
			.rst_n(rst),                    
			.clkout(clk1h)
			);                             
        always @(posedge clk1h or negedge rst)
	     if (!rst)
		cnt <= 0;
	     else
		cnt <= cnt +1;
endmodule
module decode38 (sw,led);
	input [2:0] sw;							 
	output [7:0] led;						 
        reg [7:0] led;                                                   
	always @ (sw)
	begin
		case(sw)                                                    
			3'b000:	led=8'b0111_1111;                          
			3'b001:	led=8'b1011_1111;                          
			3'b010:	led=8'b1101_1111;
			3'b011:	led=8'b1110_1111;
			3'b100:	led=8'b1111_0111;
			3'b101:	led=8'b1111_1011;
			3'b110: led=8'b1111_1101;
			3'b111:	led=8'b1111_1110;
			default: ;
		endcase
	end
endmodule
module divide (clk,rst_n,clkout);
        input 	clk,rst_n;                        
        output	clkout;                           
	parameter	WIDTH	= 3;              
	parameter	N	= 5;              
	reg 	[WIDTH-1:0]	cnt_p,cnt_n;      
	reg			clk_p,clk_n;      
	always @ (posedge clk or negedge rst_n )          
		begin
			if(!rst_n)
				cnt_p<=0;
			else if (cnt_p==(N-1))
				cnt_p<=0;
			else cnt_p<=cnt_p+1;              
		end
         always @ (posedge clk or negedge rst_n)
		begin
			if(!rst_n)
				clk_p<=0;
			else if (cnt_p<(N>>1))           
				clk_p<=0;
			else 
				clk_p<=1;                
		end
	always @ (negedge clk or negedge rst_n)
		begin
			if(!rst_n)
				cnt_n<=0;
			else if (cnt_n==(N-1))
				cnt_n<=0;
			else cnt_n<=cnt_n+1;
		end
	always @ (negedge clk)
		begin
			if(!rst_n)
				clk_n<=0;
			else if (cnt_n<(N>>1))  
				clk_n<=0;
			else 
				clk_n<=1;                 
		end
        assign clkout = (N==1)?clk:(N[0])?(clk_p&clk_n):clk_p;       
endmodule   
```
**flow/run.sh**
```bash
#!/bin/bash
# OpenROAD 26Q1-2900-gdf79404cd8, Yosys 0.63+post, stock flow scripts
make -C /OpenROAD-flow-scripts/flow DESIGN_CONFIG=/design/flow/config.mk WORK_HOME=/design/flow/orfs finish
```
**flow/config.mk**
```make
export PLATFORM = sky130hd
export DESIGN_NAME = led_flashed
export DESIGN_NICKNAME = led_flashed
export VERILOG_FILES = /design/flow/design.v
export SDC_FILE = /design/flow/constraint.sdc
export NUM_CORES = 4
export LEC_CHECK = 1
export CORE_AREA = 10 10 108 108
export DIE_AREA = 0 0 118 118
```
**flow/constraint.sdc**
```tcl
current_design led_flashed

set clk_period 3.9
set clk_io_pct 0.2

create_clock -name clk0 -period $clk_period [get_ports {clk}]

set non_clock_inputs [all_inputs -no_clocks]
set_input_delay [expr $clk_period * $clk_io_pct] -clock clk0 $non_clock_inputs
set_output_delay [expr $clk_period * $clk_io_pct] -clock clk0 [all_outputs]
```
==> flow_summary.toml <==
# implementation run metrics
[run]
maxCapViolCount = 0
warnings = 29

[clock_network]
cts_hold_buf = 0
insertion_delay_ps = 280
cts_inserted_buffers = 5
cts.repair.resized = 0
cts_tree = "built"
cts_max_path_buffers = 2
clk_pin_slew_ps = 60
cts.htree.levels = 2
root_buffer = "clkbuf_8"
post_cts_buffers = 0

[die]
dieHeight_microns = 118
io_pins = 10
die_area_sq_um = 13900
core.rowCount = 35
fp_util_pct = 19.9
chipWidth_microns = 118
core_area_sq_um = 9280

[pwr]
pwr-share-clk_pct = 43.8
p_sw_share_pct = 19.4
power_density_nw_per_um2 = 286
p_leak_nw = 0.878
p_int_mw = 0.503
switching_power_mw = 0.121
ir_worst_vdd_uv = 227
p_seq_share_pct = 54.8
combPwrFrac_pct = 1.3

[route]
drt_iter0_drc = 78
drc = 0
antenna_cells = 0
via_per_inst = 4.21
wl_per_cell_microns = 10.7
dr.pass1.iters = 4
num_vias = 1377
ant_nets = 0
wirelength_mm = 3.51

[logic_synthesis]
area_leaders = "dfrtp_1 (49%), xnor2_1 (7.1%), ha_1 (4.1%)"
ys_area_sq_um = 1850
synth.top_cell.area_share_pct = 48.8
synth_cell_types = 33
syn_avg_cell_area_sq_um = 9.98
mux_area_share_pct = 0
yosys_warnings = 3
ys_seq_share_pct = 48.8
fa_ha_area_share_pct = 4.07
yosysCellCount = 185
synth_area_sq_um = 1850
ys.flop_type = "dfrtp_1"
yosys.area_share.simple_pct = 27.6
most_common_cell = "dfrtp_1"
aoi_share_pct = 7.18
synthCells = 185
enable_flop_cells = 0
post-synth-top-area-cell = "dfrtp_1"
async_flop_share_pct = 100
logic_family = "simple AND/OR/NAND/NOR gates"
ys.flops = 36
top_cells_by_count = "dfrtp_1 (36), nand2_1 (15), xnor2_1 (15)"
synth.cellmix.xorXnorShare_pct = 10.4

[timing]
finalCriticalPeriod_ps = 2260
unclocked_pins = 3
finalClockPeriodUsage_pct = 57.9
holdWs_ps = 474
hold_viol = 0
slew_violations = 0
rsz0062_at_grt = "false"
worstMarginPinSlew_ps = 945
fin_skew_ps = 3.40
fin_ws_ps = 1640
fmax_mhz = 443
tns_ps = 0
maxSlewHeadroom_pct = 36.4
setup_viol = 0
untimed_endpoints = 11

[worst_hold_path]
min_path_type = "flop to flop"

[placed_design]
placed_cells = 319
io_buffers = 9
pre_cts_slack_ps = 1690
gp_congestion = 0.858
dp_hpwl_mm = 2.51

[global_route]
grt_max_degree = 37
grt_pass1_wl_mm = 6.00
grt_usage_pct = 4.96
grt_pass1_vias = 1308
antenna_found_initial = 0
overflow = 0

[cells_and_area]
area_growth_pct = 18.4
drive_gt1_share_pct = 6.57
instances_no_fill = 327

[outcome]
status = "completed"

[worst_setup_path]
worstPathRequired_ps = 4100
crit_top_cell = "or4_1"
critPathKind = "flop to flop"
slowest_delay_ps = 790
cp_slowest_cell = "or4_1"
start_kind = "flop"
crit_fanout = 11
cp_cell_sequence = "nand4_1 -> or4_1 -> or4_1 -> a21oi_1"
endpoint_kind = "flop"
worstPathArrival_ps = 2460
-- layer usage --
layer | wire length [microns] | track usage, % | vias to the layer above | share of wire [%]
met5 | 0 | 0 | - | 0
met3 | 186 | 1.36 | 8 | 5.3
met2 | 1450 | 7.41 | 29 | 41
met1 | 1830 | 7.15 | 641 | 52
li1 | - | - | 699 | -
met4 | 45 | 0.696 | 0 | 1.3
-- critical path: cells and delay by family (launching register included) --
| kind | cells | cell delay [ps] |
|---|---|---|
| DFF | 1 | 420 |
| AOI/OAI and AO/OA | 1 | 150 |
| and+or+nand+nor | 3 | 1610 |
-- final cells by class --
type | instances | area, sq um
fillers | 1021 | 7100
multi-input cells | 140 | 910
flip-flops and latches | 36 | 901
well taps | 129 | 161
repair buffers | 10 | 97.6
clock buffers | 7 | 96.3
inverters | 4 | 15.0
clock inverters | 1 | 5.00
-- power groups by stage --
stage         clock, mW  combinational, mW  sequential, mW
CTS               0.284            0.00919           0.342
global route      0.298             0.0105           0.342
finish            0.274            0.00842           0.342
-- per-stage QoR --
stage          instance area [sq um]  util [%]  total power, mW
4_1_cts                         2190      23.5            0.636
5_1_grt                         2190      23.5            0.651
3_5_place_dp                    2080      22.5            0.358
2_1_floorplan                   1850         -            0.349
6_report                        2190      23.5            0.624
3_3_place_gp                    2080      22.5            0.358
-- layout by cell type, fill, tap and decap left out, types with 3 or more instances in the layout --
master / count
and3_1: 6
nor4_1: 8
or3_1: 3
nand4_1: 11
nand2b_1: 4
ha_1: 6
nor3_1: 6
clkbuf_8: 7
xnor2_1: 15
a21oi_1: 7
and4_1: 3
dfrtp_1: 36
nand3_1: 10
clkdlybuf4s50_1: 9
inv_1: 4
nor2_1: 10
nand2_1: 15
o21ai_0: 9
a31oi_1: 3
xor2_1: 7
-- worst paths after layout --
| check | from | to | slack, ps | depth (start not counted) |
|---|---|---|---|---|
| worst min register to register | u2.cnt_p[31] | u2.cnt_p[31] | 470 | 1 |
| max in group asynchronous | rst | u2.cnt_p[9] | 2660 | 2 |
| min in group asynchronous | rst | u2.clk_p | 920 | 2 |
| worst max register to register | u2.cnt_p[3] | u2.cnt_p[21] | 1640 | 4 |
| worst min-delay path | u2.cnt_p[31] | u2.cnt_p[31] | 470 | 1 |
| worst max-delay path | u2.cnt_p[3] | u2.cnt_p[21] | 1640 | 4 |
-- cells by family (layout without fill, tap and decap cells) --
kind of cell / count (synthesis) / count (layout)
buf+inv: 9 / 22
flops: 36 / 36
fa+ha+maj: 6 / 6
simple gates: 89 / 89
compound gates: 23 / 23
xor+xnor: 22 / 22
-- flip-flops by register name, summed over array words and instances (netlist names) --
name	cells
cnt	3
u2.cnt_p	32
u2.clk_p	1
Power is estimated from default activity; no workload was simulated.
