**design/flow/config.mk**
```make
export PLATFORM = sky130hd
export DESIGN_NAME = JK_8421
export DESIGN_NICKNAME = JK_8421
export VERILOG_FILES = /design/flow/design.v
export SDC_FILE = /design/flow/constraint.sdc
export NUM_CORES = 4
export LEC_CHECK = 1
export CORE_AREA = 10 10 70 70
export DIE_AREA = 0 0 80 80
```
**design/flow/constraint.sdc**
```tcl
current_design JK_8421

set clk_period 1.0
set clk_io_pct 0.2

create_clock -name clk0 -period $clk_period [get_ports {clk}]

set non_clock_inputs [all_inputs -no_clocks]
set_input_delay [expr $clk_period * $clk_io_pct] -clock clk0 $non_clock_inputs
set_output_delay [expr $clk_period * $clk_io_pct] -clock clk0 [all_outputs]
```
**design/flow/design.v**
```verilog
module JK   
(input clk
,input RST
,input J
,input K
,output reg Q
);
always@(negedge clk)
if(RST)
	Q<=0;
else
	case({J,K})
	2'b00:Q<=Q;
	2'b01:Q<=1'b0;
	2'b10:Q<=1'b1;
	2'b11:Q<=~Q;
	endcase
endmodule
module JK_8421  
(input clk
,input RST
,output[3:0]Q
);
JK FFI(clk,RST,1,1,Q[0]);
JK FFII(Q[0],RST,~Q[3],~Q[3],Q[1]);
JK FFIII(Q[1],RST,1,1,Q[2]);
JK FFIV(Q[0],RST,Q[1]&Q[2],Q[3],Q[3]);
endmodule
```
**design/flow/run.sh**
```bash
#!/bin/bash
# OpenROAD 26Q1-2900-gdf79404cd8, Yosys 0.63+post, stock flow scripts
make -C /OpenROAD-flow-scripts/flow DESIGN_CONFIG=/design/flow/config.mk WORK_HOME=/design/flow/orfs finish
```
==> results.sh <==
# source this file to load flow results
export IMPL_synthToLayoutAreaGrowth_pct=53.6
export IMPL_avgSynthCellArea_um2=9.78
export IMPL_route_detailed_drc=0
export IMPL_relSlewSlack_pct=89.1
export IMPL_placed_cells=65
export IMPL_violations="negative setup slack"
export IMPL_unclocked_pins=3
export IMPL_crit_fanout=2
export IMPL_design_portCount=6
export IMPL_synth_top_flop_cell="dfxtp_1"
export IMPL_cts_hold_buffers_added=0
export IMPL_netlist_area_leader_share_pct=51.2
export IMPL_worst_slew_pin_slew_ns=0.164
export IMPL_power_mw=0.0964
export IMPL_startpoint_type="flop"
export IMPL_antenna_cells=0
export IMPL_crit_path_cell_trace="buf_2"
export IMPL_cpPeakStageDelay_ns=0.30
export IMPL_insertion_delay_ns=0.03
export IMPL_synth_edff_count=0
export IMPL_ant_nets=0
export IMPL_warnings=32
export IMPL_synth_flop_count=4
export IMPL_area_leaders="dfxtp_1, buf_4, nor4b_2"
export IMPL_critical_path_buf_inv_count=1
export IMPL_yosysCellCount=16
export IMPL_untimed_endpoints=6
export IMPL_first_pass_iters=4
export IMPL_drive_gt1_share_pct=36.8
export IMPL_maxCapViolations=0
export IMPL_critical_path_required_ns=0.80
export IMPL_finalCoreUtilization_pct=7.03
export IMPL_place_congestion=0.594
export IMPL_fp_util_pct=4.58
export IMPL_fill_cells=415
export IMPL_via_count=94
export IMPL_hp_class="reg -> reg"
export IMPL_layout_setup_ws_ns=-0.141
export IMPL_finalSetupViolations=1
export IMPL_ir_drop_v=0.000130
export IMPL_grt_pass1_vias=90
export IMPL_post_cts_buffers=0
export IMPL_ys_seq_share_pct=51.2
export IMPL_p_leak_nw=0.0891
export IMPL_cp_slowest_cell="dfxtp_2"
export IMPL_status="finished with violations"
export IMPL_grt_pass1_wl_um=441
export IMPL_fp_dieW_um=80
export IMPL_slew_viol_final=0
export IMPL_synth_cell_types=7
export IMPL_skew_ns=0
export IMPL_yosysTopAreaCell="dfxtp_1"
export IMPL_die_area_mm2=0.00640
export IMPL_grtUsageTotal_pct=0.857
export IMPL_port_buffers=5
export IMPL_top_cells_by_count="buf_4, dfxtp_1, nor2_1, inv_1"
export IMPL_p_per_area_mw_per_mm2=401
export IMPL_ys_area_um2=156
export IMPL_netlist_area_um2=156
export IMPL_syn_inst=16
export IMPL_rsz0062_at_grt="true"
export IMPL_grt_max_degree=4
export IMPL_drt_iter0_markers=14
export IMPL_finalWirelength_um=271
export IMPL_rows=21
export IMPL_critPathArrivalTime_ns=0.94
export IMPL_endpoint_kind="output pin"
export IMPL_clk_pin_slew_worst_paths_ns=0.03
export IMPL_crit_type="reg -> out"
export IMPL_wl_per_cell_um=4.17
export IMPL_viasPerCell=1.45
export IMPL_antenna_found_initial=0
export IMPL_finalHoldViolations=0
export IMPL_critPathTopFamily="flip-flops"
export IMPL_postSynth_asyncResetShare_pct=0
export IMPL_stdcell_count=65
export IMPL_grt_ovfl_total=0
export IMPL_core_area_mm2=0.00342
export IMPL_ys_warn_count=5
export IMPL_fp_dieH_um=80
[stage by stage]
stage | instance area, µm² | hold slack (ns) | TNS [ns] | setup WS (ns)
finish | 240 | 0.483 | -0.141 | -0.141
detailed placement | 250 | 0.479 | -0.824 | -0.474
floorplan | 161 | 0.395 | -0.0994 | -0.0994
global route | 240 | 0.505 | -0.178 | -0.178
global placement | 250 | 0.476 | -0.818 | -0.483
CTS | 240 | 0.483 | -0.104 | -0.104
[repair_timing]
action / 4_1_cts / 5_1_grt
cloned: 0 / 0
hold endpoints to repair: 0 / 0
pin swaps: 1 / 0
resized: 7 / 0
endpoints found under the setup margin: 2 / 1
[registers in the layout, summed over array words and instances, names as in the netlist]
signal and cells:
FFI.Q 1, FFII.Q 1, FFIII.Q 1, FFIV.Q 1
[kinds of logic (layout without fill, tap and decap cells)]
family	Yosys count	count (layout)	synth area share [%]
flops	4	4	51.2
xor+xnor	1	1	5.60
buf+inv	7	10	26.4
simple gates	4	4	16.8
[placed cells by master, fill, tap and decap left out]
master           count
buf_4                2
inv_2                1
dfxtp_1              3
buf_2                2
xor2_1               1
inv_1                2
nor2_1               3
clkdlybuf4s50_1      3
dfxtp_2              1
nor4b_2              1
[layer usage]
layer  share of wire [%]  global-route usage (%)  up-vias
met5                   0                       0        -
met4                   0                   0.176        0
li1                    -                       -       52
met3                  27                    1.02        0
met2                  14                   0.321        6
met1                  59                    1.53       36
[area by class of cell]
cell class                      instances  area [µm²]  area share, %
Sequential cell                         4        81.3           33.9
Tap cell                               46        57.6           24.0
Timing Repair Buffer                    7        55.1           22.9
Multi-Input combinational cell          5        35.0           14.6
Inverter                                2        7.51           3.13
Clock inverter                          1        3.75           1.56
[power by group]
part,total [mW],switching (mW),leakage [nW],internal [mW]
Sequential,0.0563,0.00340,0.0335,0.0529
Clock,0.0151,0.00860,0.00533,0.00651
Combinational,0.0250,0.00918,0.0503,0.0159
[final timing paths]
check        startpoint     to  slack [ns]  cells past startpoint
max               FFI.Q   Q[0]       -0.14                      1
min               FFI.Q  FFI.Q        0.48                      2
max reg2reg       FFI.Q  FFI.Q        0.42                      2
min reg2reg       FFI.Q  FFI.Q        0.48                      2
Power and IR drop assume default switching activity.
